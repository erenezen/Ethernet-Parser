## config.mk

```make
export PLATFORM = sky130hd
export DESIGN_NAME = ethernet_parser
export DESIGN_NICKNAME = ethernet_parser
export VERILOG_FILES = /design/flow/design.v
export SDC_FILE = /design/flow/constraint.sdc
export NUM_CORES = 4
export LEC_CHECK = 1
export CORE_UTILIZATION = 30
```

## constraint.sdc

```tcl
current_design ethernet_parser

set clk_period 6.3
set clk_io_pct 0.2

create_clock -name clk0 -period $clk_period [get_ports {clk}]

set non_clock_inputs [all_inputs -no_clocks]
set_input_delay [expr $clk_period * $clk_io_pct] -clock clk0 $non_clock_inputs
set_output_delay [expr $clk_period * $clk_io_pct] -clock clk0 [all_outputs]
```

## design.v

```verilog
module ethernet_parser (
    input wire clk,
    input wire rst_n,
    input  wire [63:0] s_axis_tdata,   
    input  wire [7:0]  s_axis_tkeep,   
    input  wire        s_axis_tvalid,  
    output wire        s_axis_tready,  
    input  wire        s_axis_tlast,   
    output reg  [63:0] m_axis_tdata,   
    output reg  [7:0]  m_axis_tkeep,   
    output reg         m_axis_tvalid,  
    input  wire        m_axis_tready,  
    output reg         m_axis_tlast,   
    output reg         parsed_valid_pulse, 
    output reg [47:0]  dst_mac,
    output reg [47:0]  src_mac,
    output reg [15:0]  ethertype,
    output reg [31:0]  src_ip,
    output reg [31:0]  dst_ip,
    output reg [15:0]  src_port,
    output reg [15:0]  dst_port
);
localparam IDLE    = 3'd0, 
           WORD1   = 3'd1, 
           WORD2   = 3'd2, 
           WORD3   = 3'd3, 
           WORD4   = 3'd4, 
           WORD5   = 3'd5, 
           PAYLOAD = 3'd6; 
reg [2:0] state;            
reg [2:0] word_count;       
reg parsing_done;           
assign s_axis_tready = (m_axis_tready || !m_axis_tvalid);
always @(posedge clk or negedge rst_n) begin
    if (!rst_n) begin
        state <= IDLE;
        word_count <= 0;
        parsing_done <= 0;
        parsed_valid_pulse <= 0;
        dst_mac <= 0; src_mac <= 0; ethertype <= 0;
        src_ip <= 0; dst_ip <= 0;
        src_port <= 0; dst_port <= 0;
        m_axis_tdata <= 0;
        m_axis_tkeep <= 0;
        m_axis_tvalid <= 0;
        m_axis_tlast <= 0;
    end else begin
        parsed_valid_pulse <= 0;
        if (m_axis_tvalid && m_axis_tready) begin
            m_axis_tvalid <= 0;
            m_axis_tlast <= 0;
        end
        if (s_axis_tvalid && s_axis_tready) begin
            m_axis_tdata  <= s_axis_tdata;
            m_axis_tkeep  <= s_axis_tkeep;
            m_axis_tvalid <= 1;
            m_axis_tlast  <= s_axis_tlast;
            case (state)
                IDLE: begin
                    state <= WORD1;
                    word_count <= 0;
                    parsing_done <= 0;
                    dst_mac[47:0]   <= s_axis_tdata[63:16];  
                    src_mac[47:32]  <= s_axis_tdata[15:0];   
                end
                WORD1: begin
                    state <= WORD2;
                    src_mac[31:0]  <= s_axis_tdata[63:32];  
                    ethertype      <= s_axis_tdata[31:16];  
                end
                WORD2: begin
                    state <= WORD3;                
                end
                WORD3: begin
                    state <= WORD4;
                    src_ip <= s_axis_tdata[63:32];  
                    dst_ip <= s_axis_tdata[31:0];   
                end
                WORD4: begin
                    state <= WORD5;
                    src_port <= s_axis_tdata[63:48];  
                    dst_port <= s_axis_tdata[47:32];  
                    parsed_valid_pulse <= 1;       
                    parsing_done <= 1;
                end
                WORD5: begin
                    state <= PAYLOAD;
                end
                PAYLOAD: begin
                    if (s_axis_tlast) begin
                        state <= IDLE;
                    end
                end
            endcase
        end
    end
end
endmodule
```

## run.sh

```bash
#!/bin/bash
# OpenROAD 26Q1-2900-gdf79404cd8, Yosys 0.63+post, stock flow scripts
make -C /OpenROAD-flow-scripts/flow DESIGN_CONFIG=/design/flow/config.mk WORK_HOME=/design/flow/orfs finish
```

==> results_dict.tcl <==
# flow metrics
set metrics [dict create \
    yosysTopAreaCellShare_pct 63.5 \
    ys.flops 290 \
    cts_sinks 290 \
    finalHoldViolCount 0 \
    synth_top_cell_by_count "dfrtp_1" \
    rsz0062_at_grt "no" \
    top_cells_by_count "dfrtp_1 (289), mux2_2 (170), mux2_4 (111), buf_12 (12), buf_2 (12)" \
    ys_warn_count 1 \
    cp_max_fo 11 \
    p_leak_nw 7.37 \
    avgSynthCellArea_sq_um 18.3 \
    detail_route.vias_per_cell 4.34 \
    track_usage_pct 15.3 \
    yosysTopAreaCell "dfrtp_1" \
    crit_required_ps 5040 \
    status "completed" \
    tns_ps 0 \
    hold_buffers 0 \
    synth_top_flop_cell "dfrtp_1" \
    grt_pass1_vias 6927 \
    antenna_found_initial 0 \
    synth_xor_xnor_area_share_pct 0 \
    synth_chip_area_sq_um 11400 \
    cp-start-kind "primary input" \
    irDropWorstVdd_mv 0.226 \
    switchingPower_mw 0.897 \
    antenna_cells 0 \
    htreeDepth 2 \
    fin_area_sq_um 16400 \
    fp-utilization_pct 30.8 \
    synth-async-reset-ratio_pct 100 \
    wirelength_microns 28400 \
    edf_count 0 \
    tightest_slew_ps 765 \
    report.final.slew_viol_count 0 \
    warning_count 27 \
    die_w_microns 197 \
    dpl_cell_area_sq_um 15300 \
    drc 0 \
    ant_nets 0 \
    post_cts_resized 0 \
    fmax_mhz 269 \
    p_int_mw 3.29 \
    pre_cts_slack_ps 2300 \
    worstSkewPairLatency_ps 510 \
    worstSetupEndpointType "output port" \
    topCellsByArea "dfrtp_1 (64%), mux2_2 (17%), mux2_4 (15%)" \
    dp_hpwl_microns 18900 \
    setup_viol 0 \
    sw_frac_of_total_pct 21.4 \
    top_logic_kind "multiplexers" \
    synthDistinctLibCells 19 \
    syn-cell-area_sq_um 11400 \
    numCtsBuffers 35 \
    worst-setup-path-type "in -> out" \
    combPwrFrac_pct 7.8 \
    hold_class "reg -> reg" \
    drive_gt1_share_pct 34.2 \
    clockPowerShare_pct 45.2 \
    simple_gate_share_pct 0.681 \
    num_vias 6572 \
    numPortBuffers 360 \
    maxCapViolations 0 \
    root_buffer "clkbuf_16" \
    aoi_share_pct 0.572 \
    grt_first_pass_wirelength_microns 44000 \
    clock_path_buffers 3 \
    overflow 0 \
    wl_per_cell_microns 18.8 \
    worstPathArrival_ps 2460 \
    core_area_sq_um 37000 \
    fin_ws_ps 2580 \
    fp.dieH_microns 197 \
    rows 70 \
    ys_sh_mux_pct 31.5 \
    postSynthSeqShare_pct 63.8 \
    globalplace.congestion 0.791 \
    die_area_sq_um 38700 \
    max-slew-margin-rel_pct 49.0 \
    syn_inst 622 \
    ys_sh_adder_pct 0 \
    period_needed_ps 3720 \
    fin_skew_ps 8.79 \
    cts_setup_buffers 0 \
    drt_iter0_drc 143 \
    syn2layout_area_growth_pct 43.7 \
    cts_tree "built" \
    grt_max_degree 102 \
    p_seq_share_pct 46.9 \
    p_per_area_nw_per_um2 256 \
    yosys_cells 622 \
    finalClockPeriodUsage_pct 59.0 \
    clk_pin_slew_ps 50 \
    drt_pass1_iterations 4 \
    io_pins 361 \
]
[path summary, 6_finish.rpt]
path                                            from                           end  slack [ps]  cells past startpoint
max                                    m_axis_tready                 s_axis_tready        2580                      3
min                                             flop                          flop         470                      1
max reg2reg                m_axis_tvalid$_DFFE_PN0P_        src_ip[31]$_DFFE_PN0P_        3780                      4
min reg2reg                                     flop                          flop         470                      1
max in group asynchronous                      rst_n  m_axis_tdata[10]$_DFFE_PN0P_        4340                      2
min in group asynchronous                      rst_n  m_axis_tdata[23]$_DFFE_PN0P_         760                      1
[metrics by stage]
step | utilization (%) | power [mW] | hold WS, ps | std cells
finish | 44.3 | 4.19 | 467 | 1515
detailed placement | 41.4 | 2.33 | 459 | 1459
global route | 44.3 | 4.37 | 479 | 1515
global placement | 41.4 | 2.33 | 454 | 1459
CTS | 44.3 | 4.27 | 471 | 1515
floorplan | - | 2.06 | 439 | 622
[layout by cell type (no fill, tap or decap), drive strengths merged, types with 2 or more instances in the layout]
| cell type | count |
|---|---|
| a21bo | 2 |
| a21o | 4 |
| and3 | 4 |
| buf | 8 |
| clkbuf | 48 |
| clkdlybuf4s50 | 359 |
| clkinv | 6 |
| dfrtp | 289 |
| mux2 | 281 |
| nand2b | 2 |
[kinds of logic after synthesis]
family	Yosys count
flops	290
mux	281
compound gates	8
buf+inv	34
simple gates	9
[sequential cells by signal (all words and copies together) (netlist names), 2 cells and up, named ones only]
register	flops
m_axis_tkeep	8
src_ip	32
state	2
src_port	16
ethertype	16
dst_ip	32
dst_port	16
dst_mac	48
m_axis_tdata	64
src_mac	48
[layout make-up]
class | instances | area (sq um)
fillers | 3369 | 20600
flip-flops and latches | 290 | 7260
multi-input cells | 298 | 3730
repair buffers | 367 | 3670
clock buffers | 48 | 997
well taps | 504 | 631
clock inverters | 8 | 72.6
[power groups by stage]
| stage | sequential [mW] | clock (mW) | combinational (mW) |
|---|---|---|---|
| finish | 1.97 | 1.90 | 0.329 |
| global route | 1.97 | 2.04 | 0.361 |
| CTS | 1.97 | 1.97 | 0.338 |
[worst max-delay path, stage by stage]
cell and delay, ps:
clkdlybuf4s50_1 460, nand2b_4 210, clkdlybuf4s50_1 530
[routing by layer]
metal	vias to the layer above	track usage, %	share of wire [%]
li1	2952	-	-
met1	3356	22.8	44
met2	225	22.9	46
met3	39	4.92	8.0
met4	0	2.61	1.9
met5	-	0	0
Power is estimated from default activity; no workload was simulated.
